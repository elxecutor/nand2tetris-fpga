File: flow/config.mk
export PLATFORM = sky130hd
export DESIGN_NAME = RAM512
export DESIGN_NICKNAME = RAM512
export VERILOG_FILES = /design/flow/design.v
export SDC_FILE = /design/flow/constraint.sdc
export NUM_CORES = 4
export LEC_CHECK = 1
export CORE_UTILIZATION = 40
export SYNTH_MEMORY_MAX_BITS = 65536
File: flow/constraint.sdc
current_design RAM512

set clk_period 47.6
set clk_io_pct 0.2

create_clock -name clk0 -period $clk_period [get_ports {clk}]

set non_clock_inputs [all_inputs -no_clocks]
set_input_delay [expr $clk_period * $clk_io_pct] -clock clk0 $non_clock_inputs
set_output_delay [expr $clk_period * $clk_io_pct] -clock clk0 [all_outputs]
File: flow/design.v
`default_nettype none
module RAM512(
	input clk,
	input [8:0] address,
	input [15:0] in,
	input load,
	output [15:0] out
);
	reg [15:0] mem [0:511];
	always @(posedge clk) begin
		if (load) mem[address] <= in;
	end
	assign out = mem[address];
endmodule
File: flow/run.sh
#!/bin/bash
# OpenROAD 26Q1-2900-gdf79404cd8, Yosys 0.63+post, stock flow scripts
make -C /OpenROAD-flow-scripts/flow DESIGN_CONFIG=/design/flow/config.mk WORK_HOME=/design/flow/orfs finish
==> results.sh <==
# source this file to load flow results
export IMPL_clk_pin_slew_ns=0.06
export IMPL_gp_congestion=0.9319
export IMPL_power_density_mw_per_mm2=41.40
export IMPL_synth_seq_share=0.7836
export IMPL_crit_type="input port to output pin"
export IMPL_cp_arrival_ns=18.45
export IMPL_synth_cells=14820
export IMPL_final_setup_viol_count=0
export IMPL_holdPathStages=1
export IMPL_path_common_cell="buf_4"
export IMPL_vias=156900
export IMPL_tightest_slew_ns=1.545
export IMPL_hold_viol_final=0
export IMPL_placed_cells=25680
export IMPL_dp_hpwl_um=581500
export IMPL_avgSynthCellArea_sq_um=21.18
export IMPL_warnings=61
export IMPL_reg_top3="mem (8192)"
export IMPL_dieArea_sq_mm=0.7884
export IMPL_totalWireLength_um=929100
export IMPL_synth_flops=8192
export IMPL_instances_no_fill=27280
export IMPL_fin_tns_setup_ns=0
export IMPL_grt_pass1_vias=168000
export IMPL_initCoreUtil=0.4011
export IMPL_place_area_sq_mm=0.3332
export IMPL_worstSetupEndpointType="output pin"
export IMPL_cts_tree="yes"
export IMPL_ant_nets=0
export IMPL_timing_final_crit_share=0.5876
export IMPL_fp_coreArea_sq_mm=0.7828
export IMPL_leakagePower_uw=0.1144
export IMPL_drc=0
export IMPL_antenna_found_initial=77
export IMPL_drv_cap=2
export IMPL_vias_per_cell=5.753
export IMPL_grt_start_max_net_pins=144
export IMPL_finalCriticalPeriod_ns=27.97
export IMPL_edf_count=8192
export IMPL_root_buffer="clkbuf_16"
export IMPL_lay_top_count="edfxtp_1"
export IMPL_async_flop_share=0
export IMPL_status="finished, violations left"
export IMPL_wl_per_cell_um=34.06
export IMPL_postCtsSetupBuffers=0
export IMPL_ios=43
export IMPL_drt_iter0_drc=10830
export IMPL_max_stage_delay_ns=1.16
export IMPL_maxSlewHeadroom=-0.03880
export IMPL_post_cts_resized=0
export IMPL_rows=325
export IMPL_grt_overflow_total=0
export IMPL_post_route_cells_drive_above_1_share=0.2388
export IMPL_htreeDepth=6
export IMPL_fp_dieH_um=887.9
export IMPL_cts_sinks=8192
export IMPL_path_cells="buf_16 -> buf_4 -> buf_4 -> buf_4 -> buf_4 -> buf_4 -> buf_4 -> mux2i_1 -> o22ai_1 -> or4_1 -> a21oi_1 -> a31oi_1 -> buf_4 -> nor4_2 -> nand4_1 -> clkdlybuf4s50_1"
export IMPL_fmax_mhz=35.75
export IMPL_top_register="mem"
export IMPL_syn_to_final_growth_pct=14.44
export IMPL_grt_use_total=0.2583
export IMPL_ys_types=70
export IMPL_lay_top_cells="8,192 x edfxtp_1, 1,404 x mux4_2, 1,344 x mux2i_1"
export IMPL_cts_buffer_depth=4
export IMPL_die_w_um=887.9
export IMPL_flop_cell="edfxtp_1"
export IMPL_synth_cells_yosys=14820
export IMPL_slew_violations=3
export IMPL_hp_class="input port to flip-flop"
export IMPL_n_fill_cell=63850
export IMPL_required_ns=38.08
export IMPL_hold_slack_ns=8.717
export IMPL_largest_reg_flops=8192
export IMPL_portBuffers=42
export IMPL_vdd_drop_max_mv=0.04941
export IMPL_cts_buffers=806
export IMPL_grt_pass1_wl_um=1291000
export IMPL_start_kind="input port"
export IMPL_cp_slowest_cell="nor4_2"
export IMPL_synth_cell_area_sq_mm=0.3139
export IMPL_yosys_area_sq_mm=0.3139
export IMPL_final_cell_area_sq_mm=0.3593
export IMPL_holdBufCountCts=0
export IMPL_worstPathMaxFanout=66
export IMPL_ys_warn_count=1
export IMPL_violations="max-capacitance violations, max-slew violations"
export IMPL_rsz0062_at_grt="false"
export IMPL_dr_pass1_iters=6
==> kinds of logic (layout without fill, tap and decap cells) <==
kind of cell	after synthesis	in the layout	share of synthesized area
DFF	8192	8192	0.7836
AOI/OAI and AO/OA	1614	1614	0.03557
buffers and inverters	889	2753	0.01578
muxes	2764	2764	0.1441
and+or+nand+nor	1362	1362	0.02093
other	0	131	0
==> synthesized netlist by cell type (60+ instances only) <==
master,n,area (sq um)
mux4_2,1404,31620
edfxtp_1,8192,246000
nand4_1,60,375.4
buf_6,87,979.7
o22ai_1,398,2490
o21ai_0,115,575.6
nand2_1,244,915.9
or4_1,88,660.6
buf_4,159,1194
nor2_1,586,2200
clkbuf_1,314,1179
nand3_1,109,545.5
a22oi_1,358,2688
a31oi_1,127,794.5
a22o_1,72,630.6
a221oi_1,209,1831
buf_2,284,1421
mux2i_1,1346,13470
a21oi_1,196,980.9
==> critical path, delay by kind of cell <==
| kind | cells | cell delay, ns |
|---|---|---|
| AOI/OAI and AO/OA | 3 | 0.50 |
| muxes | 1 | 0.26 |
| buffers and inverters | 9 | 5.05 |
| and+or+nand+nor | 3 | 2.75 |
==> metrics by stage <==
stage	total power [uW]	setup WS, ns	util
2_1_floorplan	8425	26.15	-
3_3_place_gp	8778	19.26	0.4256
3_5_place_dp	8785	19.72	0.4256
4_1_cts	14960	19.70	0.4586
5_1_grt	15260	19.27	0.4588
6_report	14870	19.63	0.4590
==> layout make-up <==
class / instances / area, sq um / share of cell area
clock buffer: 980 / 20970 / 0.05837
multi-input combinational: 5740 / 64020 / 0.1782
tap: 10460 / 13090 / 0.03644
clock inverter: 488 / 4791 / 0.01333
inverter: 5 / 27.53 / 0.00007662
antenna: 131 / 327.8 / 0.0009124
sequential: 8192 / 246000 / 0.6847
timing repair buffer: 1280 / 10050 / 0.02798
==> power breakdown <==
| part | internal (uW) | total [uW] | switching, uW |
|---|---|---|---|
| Combinational | 211 | 689 | 478 |
| Sequential | 7940 | 7950 | 1.73 |
| Clock | 3500 | 6240 | 2740 |
==> path summary, 6_finish.rpt <==
kind | start | endpoint
worst max-delay path | address[1] | out[6]
worst min-delay path | in[0] | mem[368][0]
==> metal layers <==
layer | share of wire | global-route usage | up-vias
met1 | 0.30 | 0.2852 | 79250
met3 | 0.21 | 0.2361 | 1767
met5 | 0.0039 | 0.03823 | -
li1 | - | - | 65120
met4 | 0.049 | 0.09528 | 120
met2 | 0.44 | 0.3532 | 10690
No activity file was given, so power comes from the tool's default toggle rates.
