$ cat design/flow/run.sh
#!/bin/bash
# OpenROAD 26Q1-2900-gdf79404cd8, Yosys 0.63+post, stock flow scripts
make -C /OpenROAD-flow-scripts/flow DESIGN_CONFIG=/design/flow/config.mk WORK_HOME=/design/flow/orfs finish
$ cat design/flow/config.mk
export PLATFORM = sky130hd
export DESIGN_NAME = RAM256
export DESIGN_NICKNAME = RAM256
export VERILOG_FILES = /design/flow/design.v
export SDC_FILE = /design/flow/constraint.sdc
export NUM_CORES = 4
export LEC_CHECK = 1
export CORE_UTILIZATION = 40
$ cat design/flow/constraint.sdc
current_design RAM256

set clk_period 25.4
set clk_io_pct 0.2

create_clock -name clk0 -period $clk_period [get_ports {clk}]

set non_clock_inputs [all_inputs -no_clocks]
set_input_delay [expr $clk_period * $clk_io_pct] -clock clk0 $non_clock_inputs
set_output_delay [expr $clk_period * $clk_io_pct] -clock clk0 [all_outputs]
$ cat design/flow/design.v
`default_nettype none
module RAM256(
	input clk,
	input [7:0] address,
	input [15:0] in,
	input load,
	output [15:0] out
);
	reg [15:0] regRAM [0:255]; 
	always @(posedge clk)
		if (load) regRAM[address] <= in;
	assign out = regRAM[address];
endmodule
==> run_summary.xml <==
<?xml version="1.0" encoding="UTF-8"?>
<metrics>
  <group name="run_status">
    <metric name="status" unit="">completed</metric>
  </group>
  <group name="drt">
    <metric name="drt-total-wl" unit="um">403000</metric>
    <metric name="wire_per_inst" unit="um">31.6</metric>
    <metric name="routed-via-count" unit="">73100</metric>
    <metric name="dr.first_iter.drc_count" unit="">4869</metric>
    <metric name="ant_nets" unit="">0</metric>
    <metric name="drt-vias-per-instance" unit="">5.73</metric>
    <metric name="number_of_iterations_in_the_first_detailed_routing_pass" unit="">5</metric>
    <metric name="post-route-drc-count" unit="">0</metric>
  </group>
  <group name="logic_synthesis">
    <metric name="post_synth.cell_area_avg" unit="um^2">23.1</metric>
    <metric name="synth_top_area_share" unit="%">79.3</metric>
    <metric name="yosys.cell_types.count" unit="">21</metric>
    <metric name="postSynthCellCount" unit="">6711</metric>
    <metric name="yosys_register_bits" unit="">4096</metric>
    <metric name="yosysWarnings" unit="">1</metric>
    <metric name="topCellsByArea" unit="">sky130_fd_sc_hd__edfxtp_1 79%, sky130_fd_sc_hd__mux4_2 15%, sky130_fd_sc_hd__a22oi_1 2.5%</metric>
    <metric name="synth_sequential_area_ratio" unit="%">79.3</metric>
    <metric name="synth_area" unit="um^2">155000</metric>
    <metric name="ys_cells" unit="">6711</metric>
    <metric name="post-synth-top-area-cell" unit="">sky130_fd_sc_hd__edfxtp_1</metric>
    <metric name="ys_chip_area" unit="um^2">155000</metric>
  </group>
  <group name="sta">
    <metric name="finalCritPeriodShare" unit="%">66.6</metric>
    <metric name="maxSlewViolCount" unit="">0</metric>
    <metric name="tightest_slew" unit="ns">1.33</metric>
    <metric name="fmax" unit="GHz">0.0591</metric>
    <metric name="tns" unit="ns">0</metric>
    <metric name="finalHoldViolCount" unit="">0</metric>
    <metric name="final_worst_path_period_need" unit="ns">16.92</metric>
    <metric name="max_slew_headroom" unit="%">10.6</metric>
    <metric name="rsz0062_at_grt" unit="">no</metric>
    <metric name="final_tally_of_setup_violations" unit="">0</metric>
  </group>
  <group name="clock_tree">
    <metric name="clock_transition_at_the_registers_of_the_reported_paths" unit="ns">0.05</metric>
    <metric name="clock_tree.htree_level_count" unit="">5</metric>
    <metric name="cts_buffer_count" unit="">414</metric>
    <metric name="post_cts_hold_buffer_count" unit="">0</metric>
    <metric name="cts_sinks" unit="">4096</metric>
    <metric name="clk_path_buf_depth" unit="">4</metric>
    <metric name="cts_setup_buffers" unit="">0</metric>
    <metric name="tritoncts" unit="">done</metric>
    <metric name="clock_tree.root_cell" unit="">sky130_fd_sc_hd__clkbuf_16</metric>
    <metric name="ctsResizeCount" unit="">0</metric>
  </group>
  <group name="die">
    <metric name="core_region_area" unit="um^2">386000</metric>
    <metric name="dieHeight" unit="um">625</metric>
    <metric name="fp_util" unit="%">40.2</metric>
    <metric name="die_width" unit="um">625</metric>
    <metric name="design.die.area" unit="um^2">390000</metric>
    <metric name="placementRows" unit="">228</metric>
    <metric name="top_ports" unit="">42</metric>
  </group>
  <group name="final_layout">
    <metric name="top_register" unit="">regRAM</metric>
    <metric name="most_frequently_placed_logic_cell_in_the_final_layout" unit="">sky130_fd_sc_hd__edfxtp_1</metric>
    <metric name="largest_register_ffs" unit="">4096</metric>
    <metric name="layout-drive-gt1-share" unit="%">29.2</metric>
    <metric name="final_core_util" unit="%">46.1</metric>
    <metric name="syn2layout_area_growth" unit="%">14.6</metric>
    <metric name="layout_top_cells" unit="">4096 x sky130_fd_sc_hd__edfxtp_1, 1024 x sky130_fd_sc_hd__mux4_2, 512 x sky130_fd_sc_hd__a22oi_1</metric>
    <metric name="largest_registers" unit="">regRAM: 4096 flops</metric>
    <metric name="layout.cell_area.non_filler" unit="um^2">178000</metric>
  </group>
  <group name="global_routing">
    <metric name="global_route_wire_length_before_repair" unit="um">579000</metric>
    <metric name="first_global_vias" unit="">81700</metric>
    <metric name="groute.usage.overall" unit="%">23.1</metric>
    <metric name="number_of_antenna_violations_at_the_first_check_in_global_routing" unit="">14</metric>
    <metric name="grt_start_max_net_pins" unit="">89</metric>
    <metric name="grt_overflow_total" unit="">0</metric>
  </group>
  <group name="min_path">
    <metric name="hold_path.class" unit="">primary input to flip-flop</metric>
    <metric name="hold_depth" unit="">1</metric>
  </group>
  <group name="setup_path">
    <metric name="worst_ep_required_time" unit="ns">20.32</metric>
    <metric name="worstPathMaxFanout" unit="">71</metric>
    <metric name="setup_crit_end_kind" unit="">primary output</metric>
    <metric name="crit_arrival" unit="ns">11.84</metric>
    <metric name="crit_type" unit="">primary input to primary output</metric>
    <metric name="worst_setup_path_start_kind" unit="">primary input</metric>
  </group>
  <group name="place">
    <metric name="placed_cell_area" unit="um^2">165000</metric>
    <metric name="post-dp-hpwl" unit="um">237000</metric>
    <metric name="gp_routability_congestion" unit="">0.872</metric>
    <metric name="port_buffers" unit="">41</metric>
  </group>
  <group name="run">
    <metric name="max-cap-violations" unit="">0</metric>
    <metric name="openroad.warnings" unit="">26</metric>
  </group>
  <group name="power_and_ir_drop">
    <metric name="total_leakage_power" unit="nW">54.4</metric>
    <metric name="ir_drop" unit="mV">0.0622</metric>
    <metric name="power_density" unit="nW/um^2">78.8</metric>
  </group>
</metrics>
where the power goes:
group / switching (mW) / internal, mW / total (mW)
Sequential: 0.00304 / 7.45 / 7.45
Combinational: 0.432 / 0.214 / 0.646
Clock: 2.52 / 3.38 / 5.90
Total: 2.96 / 11.0 / 14.0
logic make-up after synthesis:
| kind of cell | count (synthesis) | share of synthesized area [%] |
|---|---|---|
| buffers and inverters | 421 | 1.24 |
| muxes | 1024 | 14.9 |
| AOI/OAI and AO/OA | 832 | 3.67 |
| DFF | 4096 | 79.3 |
| and+or+nand+nor | 338 | 0.909 |
final timing paths:
path | startpoint | endpoint | slack [ns]
setup / recovery | address[1] | out[0] | 8.48
hold / removal | in[5] | regRAM[71][5]$_DFFE_PP_ | 4.53
through the flow:
stage	hold slack (ns)	setup slack [ns]	total power [mW]	cells
6_report	4.53	8.48	14.0	12800
5_1_grt	4.54	7.99	14.4	12800
4_1_cts	4.47	8.37	14.1	12800
3_5_place_dp	5.50	8.37	8.25	12000
3_3_place_gp	5.49	7.85	8.24	12000
2_1_floorplan	5.18	13.33	7.92	6711
critical path, cell delays in order:
cell and delay (ns):
sky130_fd_sc_hd__buf_8 0.46, sky130_fd_sc_hd__buf_4 0.56, sky130_fd_sc_hd__buf_4 0.52, sky130_fd_sc_hd__buf_4 0.69
sky130_fd_sc_hd__buf_4 0.67, sky130_fd_sc_hd__buf_4 0.50, sky130_fd_sc_hd__mux4_2 0.37, sky130_fd_sc_hd__a22oi_1 0.30
sky130_fd_sc_hd__a21oi_1 0.20, sky130_fd_sc_hd__o41ai_2 0.71, sky130_fd_sc_hd__buf_4 0.23, sky130_fd_sc_hd__nand4_1 0.64
sky130_fd_sc_hd__clkdlybuf4s50_1 0.65
Yosys cell counts:
cell type                  count
sky130_fd_sc_hd__buf_1        54
sky130_fd_sc_hd__nor2b_1       7
sky130_fd_sc_hd__clkbuf_1    249
sky130_fd_sc_hd__o41ai_1      64
sky130_fd_sc_hd__buf_4        16
sky130_fd_sc_hd__or3_1         1
sky130_fd_sc_hd__nand2_1      28
sky130_fd_sc_hd__nor2_1      232
sky130_fd_sc_hd__a21oi_1     256
sky130_fd_sc_hd__nand3_1      13
sky130_fd_sc_hd__and2_1        3
sky130_fd_sc_hd__nor3_1       30
sky130_fd_sc_hd__buf_2        76
sky130_fd_sc_hd__nand2b_1      6
sky130_fd_sc_hd__nand4_1      16
sky130_fd_sc_hd__a22oi_1     512
sky130_fd_sc_hd__edfxtp_1   4096
sky130_fd_sc_hd__or2_2         2
sky130_fd_sc_hd__buf_6        25
sky130_fd_sc_hd__inv_1         1
sky130_fd_sc_hd__mux4_2     1024
final cells by class:
class	count	area, um^2
fillers	31100	208000
flip-flops and latches	4096	123000
multi-input cells	2194	30800
clock buffers	500	10700
well taps	5175	6470
repair buffers	536	4300
clock inverters	251	2400
diodes	6	15.0
inverters	1	3.75
layer usage:
layer	share of wire, %	routed length [um]	vias up	GRT usage (%)
met5	0.26	1050	-	1.82
met4	3.7	15000	28	6.47
met3	18	74400	669	19.1
met2	47	191000	4939	33.8
met1	30	121000	37400	25.8
li1	-	-	30100	-
Power and IR drop assume default switching activity.
